[design/flow/config.mk]
export PLATFORM = sky130hd
export DESIGN_NAME = itch50_parser_slow_v1_0
export DESIGN_NICKNAME = itch50_parser_slow_v1_0
export VERILOG_FILES = /design/flow/design.v
export SDC_FILE = /design/flow/constraint.sdc
export NUM_CORES = 4
export LEC_CHECK = 1
export CORE_AREA = 10 10 83 83
export DIE_AREA = 0 0 93 93
[design/flow/constraint.sdc]
current_design itch50_parser_slow_v1_0

set clk_period 1.3
set clk_io_pct 0.2

create_clock -name clk0 -period $clk_period [get_ports {m00_axis_aclk}]
create_clock -name clk1 -period $clk_period [get_ports {s00_axis_aclk}]

set non_clock_inputs [all_inputs -no_clocks]
set_input_delay [expr $clk_period * $clk_io_pct] -clock clk0 $non_clock_inputs
set_output_delay [expr $clk_period * $clk_io_pct] -clock clk0 [all_outputs]
[design/flow/design.v]
`timescale 1 ns / 1 ps
	module itch50_parser_slow_v1_0 #
	(
		parameter integer C_S00_AXIS_TDATA_WIDTH	= 32,
		parameter integer C_M00_AXIS_TDATA_WIDTH	= 32,
		parameter integer C_M00_AXIS_START_COUNT	= 32
	)
	(
		input wire  s00_axis_aclk,
		input wire  s00_axis_aresetn,
		output wire  s00_axis_tready,
		input wire [C_S00_AXIS_TDATA_WIDTH-1 : 0] s00_axis_tdata,
		input wire [(C_S00_AXIS_TDATA_WIDTH/8)-1 : 0] s00_axis_tstrb,
		input wire  s00_axis_tlast,
		input wire  s00_axis_tvalid,
		input wire  m00_axis_aclk,
		input wire  m00_axis_aresetn,
		output wire  m00_axis_tvalid,
		output wire [C_M00_AXIS_TDATA_WIDTH-1 : 0] m00_axis_tdata,
		output wire [(C_M00_AXIS_TDATA_WIDTH/8)-1 : 0] m00_axis_tstrb,
		output wire  m00_axis_tlast,
		input wire  m00_axis_tready
	);
	itch50_parser_slow_v1_0_S00_AXIS # ( 
		.C_S_AXIS_TDATA_WIDTH(C_S00_AXIS_TDATA_WIDTH)
	) itch50_parser_slow_v1_0_S00_AXIS_inst (
		.S_AXIS_ACLK(s00_axis_aclk),
		.S_AXIS_ARESETN(s00_axis_aresetn),
		.S_AXIS_TREADY(s00_axis_tready),
		.S_AXIS_TDATA(s00_axis_tdata),
		.S_AXIS_TSTRB(s00_axis_tstrb),
		.S_AXIS_TLAST(s00_axis_tlast),
		.S_AXIS_TVALID(s00_axis_tvalid)
	);
	itch50_parser_slow_v1_0_M00_AXIS # ( 
		.C_M_AXIS_TDATA_WIDTH(C_M00_AXIS_TDATA_WIDTH),
		.C_M_START_COUNT(C_M00_AXIS_START_COUNT)
	) itch50_parser_slow_v1_0_M00_AXIS_inst (
		.M_AXIS_ACLK(m00_axis_aclk),
		.M_AXIS_ARESETN(m00_axis_aresetn),
		.M_AXIS_TVALID(m00_axis_tvalid),
		.M_AXIS_TDATA(m00_axis_tdata),
		.M_AXIS_TSTRB(m00_axis_tstrb),
		.M_AXIS_TLAST(m00_axis_tlast),
		.M_AXIS_TREADY(m00_axis_tready)
	);
	endmodule
`timescale 1 ns / 1 ps
	module itch50_parser_slow_v1_0_M00_AXIS #
	(
		parameter integer C_M_AXIS_TDATA_WIDTH	= 32,
		parameter integer C_M_START_COUNT	= 32
	)
	(
		input wire  M_AXIS_ACLK,
		input wire  M_AXIS_ARESETN,
		output wire  M_AXIS_TVALID,
		output wire [C_M_AXIS_TDATA_WIDTH-1 : 0] M_AXIS_TDATA,
		output wire [(C_M_AXIS_TDATA_WIDTH/8)-1 : 0] M_AXIS_TSTRB,
		output wire  M_AXIS_TLAST,
		input wire  M_AXIS_TREADY
	);
	localparam NUMBER_OF_OUTPUT_WORDS = 8;                                               
	function integer clogb2 (input integer bit_depth);                                   
	  begin                                                                              
	    for(clogb2=0; bit_depth>0; clogb2=clogb2+1)                                      
	      bit_depth = bit_depth >> 1;                                                    
	  end                                                                                
	endfunction                                                                          
	localparam integer WAIT_COUNT_BITS = clogb2(C_M_START_COUNT-1);                      
	localparam bit_num  = clogb2(NUMBER_OF_OUTPUT_WORDS);                                
	parameter [1:0] IDLE = 2'b00,         
	                INIT_COUNTER  = 2'b01,  
	                SEND_STREAM   = 2'b10;  
	reg [1:0] mst_exec_state;                                                            
	reg [bit_num-1:0] read_pointer;                                                      
	reg [WAIT_COUNT_BITS-1 : 0] 	count;
	wire  	axis_tvalid;
	reg  	axis_tvalid_delay;
	wire  	axis_tlast;
	reg  	axis_tlast_delay;
	reg [C_M_AXIS_TDATA_WIDTH-1 : 0] 	stream_data_out;
	wire  	tx_en;
	reg  	tx_done;
	assign M_AXIS_TVALID	= axis_tvalid_delay;
	assign M_AXIS_TDATA	= stream_data_out;
	assign M_AXIS_TLAST	= axis_tlast_delay;
	assign M_AXIS_TSTRB	= {(C_M_AXIS_TDATA_WIDTH/8){1'b1}};
	always @(posedge M_AXIS_ACLK)                                             
	begin                                                                     
	  if (!M_AXIS_ARESETN)                                                    
	    begin                                                                 
	      mst_exec_state <= IDLE;                                             
	      count    <= 0;                                                      
	    end                                                                   
	  else                                                                    
	    case (mst_exec_state)                                                 
	      IDLE:                                                               
	            mst_exec_state  <= INIT_COUNTER;                              
	      INIT_COUNTER:                                                       
	        if ( count == C_M_START_COUNT - 1 )                               
	          begin                                                           
	            mst_exec_state  <= SEND_STREAM;                               
	          end                                                             
	        else                                                              
	          begin                                                           
	            count <= count + 1;                                           
	            mst_exec_state  <= INIT_COUNTER;                              
	          end                                                             
	      SEND_STREAM:                                                        
	        if (tx_done)                                                      
	          begin                                                           
	            mst_exec_state <= IDLE;                                       
	          end                                                             
	        else                                                              
	          begin                                                           
	            mst_exec_state <= SEND_STREAM;                                
	          end                                                             
	    endcase                                                               
	end                                                                       
	assign axis_tvalid = ((mst_exec_state == SEND_STREAM) && (read_pointer < NUMBER_OF_OUTPUT_WORDS));
	assign axis_tlast = (read_pointer == NUMBER_OF_OUTPUT_WORDS-1);                                
	always @(posedge M_AXIS_ACLK)                                                                  
	begin                                                                                          
	  if (!M_AXIS_ARESETN)                                                                         
	    begin                                                                                      
	      axis_tvalid_delay <= 1'b0;                                                               
	      axis_tlast_delay <= 1'b0;                                                                
	    end                                                                                        
	  else                                                                                         
	    begin                                                                                      
	      axis_tvalid_delay <= axis_tvalid;                                                        
	      axis_tlast_delay <= axis_tlast;                                                          
	    end                                                                                        
	end                                                                                            
	always@(posedge M_AXIS_ACLK)                                               
	begin                                                                            
	  if(!M_AXIS_ARESETN)                                                            
	    begin                                                                        
	      read_pointer <= 0;                                                         
	      tx_done <= 1'b0;                                                           
	    end                                                                          
	  else                                                                           
	    if (read_pointer <= NUMBER_OF_OUTPUT_WORDS-1)                                
	      begin                                                                      
	        if (tx_en)                                                               
	          begin                                                                  
	            read_pointer <= read_pointer + 1;                                    
	            tx_done <= 1'b0;                                                     
	          end                                                                    
	      end                                                                        
	    else if (read_pointer == NUMBER_OF_OUTPUT_WORDS)                             
	      begin                                                                      
	        tx_done <= 1'b1;                                                         
	      end                                                                        
	end                                                                              
	assign tx_en = M_AXIS_TREADY && axis_tvalid;   
	    always @( posedge M_AXIS_ACLK )                  
	    begin                                            
	      if(!M_AXIS_ARESETN)                            
	        begin                                        
	          stream_data_out <= 1;                      
	        end                                          
	      else if (tx_en) 
	        begin                                        
	          stream_data_out <= read_pointer + 32'b1;   
	        end                                          
	    end                                              
	endmodule
`timescale 1 ns / 1 ps
	module itch50_parser_slow_v1_0_S00_AXIS #
	(
		parameter integer C_S_AXIS_TDATA_WIDTH	= 32
	)
	(
		input wire  S_AXIS_ACLK,
		input wire  S_AXIS_ARESETN,
		output wire  S_AXIS_TREADY,
		input wire [C_S_AXIS_TDATA_WIDTH-1 : 0] S_AXIS_TDATA,
		input wire [(C_S_AXIS_TDATA_WIDTH/8)-1 : 0] S_AXIS_TSTRB,
		input wire  S_AXIS_TLAST,
		input wire  S_AXIS_TVALID
	);
	function integer clogb2 (input integer bit_depth);
	  begin
	    for(clogb2=0; bit_depth>0; clogb2=clogb2+1)
	      bit_depth = bit_depth >> 1;
	  end
	endfunction
	localparam NUMBER_OF_INPUT_WORDS  = 8;
	localparam bit_num  = clogb2(NUMBER_OF_INPUT_WORDS-1);
	parameter [1:0] IDLE = 1'b0,         
	                WRITE_FIFO  = 1'b1;  
	wire  	axis_tready;
	reg mst_exec_state;  
	genvar byte_index;     
	wire fifo_wren;
	reg fifo_full_flag;
	reg [bit_num-1:0] write_pointer;
	  reg writes_done;
	assign S_AXIS_TREADY	= axis_tready;
	always @(posedge S_AXIS_ACLK) 
	begin  
	  if (!S_AXIS_ARESETN) 
	    begin
	      mst_exec_state <= IDLE;
	    end  
	  else
	    case (mst_exec_state)
	      IDLE: 
	          if (S_AXIS_TVALID)
	            begin
	              mst_exec_state <= WRITE_FIFO;
	            end
	          else
	            begin
	              mst_exec_state <= IDLE;
	            end
	      WRITE_FIFO: 
	        if (writes_done)
	          begin
	            mst_exec_state <= IDLE;
	          end
	        else
	          begin
	            mst_exec_state <= WRITE_FIFO;
	          end
	    endcase
	end
	assign axis_tready = ((mst_exec_state == WRITE_FIFO) && (write_pointer <= NUMBER_OF_INPUT_WORDS-1));
	always@(posedge S_AXIS_ACLK)
	begin
	  if(!S_AXIS_ARESETN)
	    begin
	      write_pointer <= 0;
	      writes_done <= 1'b0;
	    end  
	  else
	    if (write_pointer <= NUMBER_OF_INPUT_WORDS-1)
	      begin
	        if (fifo_wren)
	          begin
	            write_pointer <= write_pointer + 1;
	            writes_done <= 1'b0;
	          end
	          if ((write_pointer == NUMBER_OF_INPUT_WORDS-1)|| S_AXIS_TLAST)
	            begin
	              writes_done <= 1'b1;
	            end
	      end  
	end
	assign fifo_wren = S_AXIS_TVALID && axis_tready;
	generate 
	  for(byte_index=0; byte_index<= (C_S_AXIS_TDATA_WIDTH/8-1); byte_index=byte_index+1)
	  begin:FIFO_GEN
	    reg  [(C_S_AXIS_TDATA_WIDTH/4)-1:0] stream_data_fifo [0 : NUMBER_OF_INPUT_WORDS-1];
	    always @( posedge S_AXIS_ACLK )
	    begin
	      if (fifo_wren) 
	        begin
	          stream_data_fifo[write_pointer] <= S_AXIS_TDATA[(byte_index*8+7) -: 8];
	        end  
	    end  
	  end		
	endgenerate
	endmodule
[design/flow/run.sh]
#!/bin/bash
# OpenROAD 26Q1-2900-gdf79404cd8, Yosys 0.63+post, stock flow scripts
make -C /OpenROAD-flow-scripts/flow DESIGN_CONFIG=/design/flow/config.mk WORK_HOME=/design/flow/orfs finish
==> results.rst <==
Physical design figures
=======================

.. list-table::
   :header-rows: 1

   * - Metric
     - Value
   * - Status
     - finished, violations left
   * - Failing checks
     - negative setup slack
   * - Via count of the first global-routing pass
     - 938
   * - Most frequent logic cells in the routed design
     - sky130_fd_sc_hd__conb_1, sky130_fd_sc_hd__nand2_1, sky130_fd_sc_hd__dfxtp_1, sky130_fd_sc_hd__buf_4
   * - Cell type contributing the most total cell area after synthesis
     - sky130_fd_sc_hd__dfxtp_1
   * - Synthesized chip area reported by yosys
     - about 1300 sq um
   * - FF-to-FF Start
     - itch50_parser_slow_v1_0_M00_AXIS_inst.count[0]$_SDFFE_PN0P_
   * - Power density over cell area
     - 1010 nW/um^2
   * - Placeable Area
     - a little over 5000 sq um
   * - Setup repair after global routing missed its margin
     - true
   * - Worst-path clk slew
     - 0.07 ns
   * - Cells after DPL
     - between 200 and 250
   * - Layout Cells excl Fill
     - 240
   * - Net switching share of the total power
     - 20.0%
   * - Flop and latch count out of synthesis
     - 25
   * - All-Layer GR Usage
     - 5.55%
   * - Yosys warning count
     - 2
   * - Wire length of the first global-routing pass
     - about 4 mm
   * - Met1 Routed Length
     - 1.15 mm
   * - Critical path type
     - flop to primary output
   * - Number of violations reported at the end of detailed-routing iteration 0
     - 45
   * - Number of core rows
     - 26
   * - Gpl congestion
     - 0.789
   * - Vias per inst
     - between 3 and 4
   * - Post-route worst setup slack
     - -0.243 ns
   * - Number of antenna violations at the first check in global routing
     - 0
   * - Portion of the post-synthesis area used by sequential elements
     - 38.8%
   * - Top cells by area in the synthesized netlist
     - sky130_fd_sc_hd__dfxtp_1, sky130_fd_sc_hd__buf_4, sky130_fd_sc_hd__ha_1
   * - Count of instantiated cells in the yosys netlist
     - 140
   * - DRC violation count after routing
     - 0
   * - Startpoint type of the worst setup path
     - flop
   * - Area Overhead vs Synth
     - 29.6%
   * - Finish-stage setup viols
     - 9
   * - Met2 routed wirelength
     - between 1 and 1.5 mm
   * - Synth Cell Area
     - 1290 sq um
   * - Sw power
     - 0.000337 W
   * - Clock net sink count
     - 25
   * - Reg2Reg Capture Point
     - itch50_parser_slow_v1_0_M00_AXIS_inst.count[1]$_SDFFE_PN0P_
   * - Share of the core filled with cells in the final layout
     - between 30% and 40%
   * - Slew Viols, Final
     - 0
   * - Die area
     - 8650 sq um
   * - Tally of max-capacitance violations
     - 0
   * - Internal Power
     - 0.00134 W
   * - DR vias
     - 876
   * - Leakage dissipation
     - 0.781 nW
   * - Fraction of power consumed by combinational cells
     - about 7.7%
   * - Post-synth top area share
     - 38.8%
   * - Kind of end point of the critical path
     - primary output
   * - Core Density at Floorplan
     - between 20% and 30%
   * - Clock tree from TritonCTS
     - done
   * - First-pass iteration count of the detailed router
     - 2
   * - Detailed-routed wire length on met3
     - between 100 and 150 um
   * - Count of mapped cells out of synthesis
     - about 140
   * - Hold Buf Count CTS
     - 0
   * - Number of input and output port buffers inserted
     - 13
   * - Clock tree skew after final layout
     - 0.00195 ns
   * - R2R depth
     - 7
   * - Syn_area_per_cell
     - between 9 and 10 sq um
   * - Worst setup slack for register-to-register paths
     - -0.12 ns
   * - Hold WC Path Type
     - flop to flop
   * - Layout cell share with drive strength beyond 1
     - 24.7%
   * - Share of power burned in registers
     - 47.6%
   * - Die Ht
     - 93 um
   * - Global-route congestion overflow total
     - 0
   * - Number of cells on the worst hold path
     - 2
   * - Maximum number of pins on one net before global-route repair
     - 12
   * - Remaining number of nets flagged by the antenna check after routing
     - 0
   * - Final hold violations
     - 0
   * - Die outline width
     - 93 um
   * - Distinct lib cells used
     - 33
   * - Dominant logic cell type in the layout
     - sky130_fd_sc_hd__conb_1
   * - Number of antenna repair diodes
     - 0
   * - Clock group share of total power
     - 44.7%
   * - Ports
     - around 80
   * - Wirelength, routed
     - 2.37 mm
   * - Maximum VDD drop
     - 0.418 mV
   * - Detailed-placement wirelength estimate
     - 1.85 mm
   * - Log Warnings
     - between 60 and 70
   * - Routed WL per cell
     - between 9 and 10 um
   * - Highest signal layer in the routed design
     - met4
   * - Required time of the critical path
     - roughly 1.0 ns
   * - Highest net fanout along the worst path
     - 2
   * - Startpoint of the lowest-slack hold path
     - itch50_parser_slow_v1_0_M00_AXIS_inst.tx_done$_SDFFE_PN0P_
   * - Data arrival at the endpoint of the critical path
     - 1.28 ns
==> state kept, by name, indices dropped and copies added (netlist names) <==
signal / count
itch50_parser_slow_v1_0_M00_AXIS_inst.count: 5
itch50_parser_slow_v1_0_M00_AXIS_inst.stream_data_out: 5
itch50_parser_slow_v1_0_M00_AXIS_inst.read_pointer: 4
itch50_parser_slow_v1_0_M00_AXIS_inst.mst_exec_state: 3
itch50_parser_slow_v1_0_S00_AXIS_inst.write_pointer: 3
itch50_parser_slow_v1_0_M00_AXIS_inst.axis_tlast_delay: 1
itch50_parser_slow_v1_0_M00_AXIS_inst.axis_tvalid_delay: 1
itch50_parser_slow_v1_0_M00_AXIS_inst.tx_done: 1
itch50_parser_slow_v1_0_S00_AXIS_inst.mst_exec_state: 1
itch50_parser_slow_v1_0_S00_AXIS_inst.writes_done: 1
==> metal layers <==
metal	GRT usage (%)	vias up
met3	1.94	4
met4	1.16	0
li1	-	456
met2	8.59	30
met1	7.35	386
met5	0	-
==> final cells by class <==
class | instances | area (sq um)
clock buffer | 8 | 100
fill | 553 | 3470
inverter | 4 | 15.0
multi-input combinational | 103 | 693
sequential | 25 | 513
tap | 70 | 87.6
timing repair buffer | 30 | 263
==> per-stage QoR <==
step / power, W / cell area (sq um) / hold slack, ns / TNS, ns / worst slack (ns)
2_1_floorplan: 0.000935 / 1450 / 0.411 / -0.455 / -0.104
3_3_place_gp: 0.000932 / 1500 / 0.420 / -1.76 / -0.340
3_5_place_dp: 0.000933 / 1500 / 0.440 / -1.73 / -0.351
4_1_cts: 0.00171 / 1650 / 0.445 / -0.720 / -0.234
5_1_grt: 0.00178 / 1670 / 0.479 / -1.46 / -0.308
6_report: 0.00168 / 1670 / 0.451 / -0.773 / -0.243
==> cell families after synthesis <==
logic type / after synthesis / synth area share, %
AND/OR/NAND/NOR: 43 / 18.5
buffers and inverters: 41 / 21.7
flip-flops: 25 / 38.8
AND-OR/OR-AND: 14 / 7.86
adder cells (fa/ha/maj): 6 / 5.82
multiplexers: 6 / 4.66
XOR/XNOR: 3 / 2.04
other: 2 / 0.582
==> worst max-delay path by stage <==
stage / to / slack, ns
final: s00_axis_tready / -0.24
after global routing: s00_axis_tready / -0.31
after CTS: s00_axis_tready / -0.23
==> synthesized netlist by cell type <==
cell type and instances:
sky130_fd_sc_hd__a21boi_0 3, sky130_fd_sc_hd__a21boi_1 1, sky130_fd_sc_hd__a22oi_1 1, sky130_fd_sc_hd__and2_1 6, sky130_fd_sc_hd__and3_1 3, sky130_fd_sc_hd__and3b_1 2, sky130_fd_sc_hd__and4b_1 1, sky130_fd_sc_hd__buf_2 1
sky130_fd_sc_hd__buf_4 31, sky130_fd_sc_hd__buf_6 1, sky130_fd_sc_hd__clkbuf_1 3, sky130_fd_sc_hd__clkbuf_2 1, sky130_fd_sc_hd__conb_1 2, sky130_fd_sc_hd__dfxtp_1 25, sky130_fd_sc_hd__ha_1 6, sky130_fd_sc_hd__inv_1 4
sky130_fd_sc_hd__mux2i_1 6, sky130_fd_sc_hd__nand2_1 17, sky130_fd_sc_hd__nand2b_1 1, sky130_fd_sc_hd__nand3_1 2, sky130_fd_sc_hd__nand3b_1 2, sky130_fd_sc_hd__nand4_1 1, sky130_fd_sc_hd__nand4b_1 2, sky130_fd_sc_hd__nor2_1 1
sky130_fd_sc_hd__nor2b_1 4, sky130_fd_sc_hd__nor3b_1 1, sky130_fd_sc_hd__o211a_1 1, sky130_fd_sc_hd__o211ai_1 1, sky130_fd_sc_hd__o21a_1 4, sky130_fd_sc_hd__o21ai_1 2, sky130_fd_sc_hd__o22ai_1 1, sky130_fd_sc_hd__xnor2_1 2
sky130_fd_sc_hd__xor2_1 1
==> power by group through the flow <==
stage | registers [W] | clock network, W | logic (W)
CTS | 0.000800 | 0.000780 | 0.000132
global route | 0.000803 | 0.000829 | 0.000148
finish | 0.000800 | 0.000751 | 0.000129
==> repair_timing <==
action                     CTS  global route
buffers inserted             7             2
pin swaps                   12             3
setup endpoints to repair   15            13
hold endpoints to repair     0             0
gates resized               22             4
==> worst max-delay path: stages (launching register included) <==
cell and delay [ns]:
sky130_fd_sc_hd__dfxtp_2 0.32, sky130_fd_sc_hd__ha_4 0.16, sky130_fd_sc_hd__ha_4 0.15, sky130_fd_sc_hd__nand4b_1 0.17, sky130_fd_sc_hd__and2_1 0.16, sky130_fd_sc_hd__buf_2 0.11
Power and IR drop assume default switching activity.
