<file path="run.sh">
#!/bin/bash
# OpenROAD 26Q1-2900-gdf79404cd8, Yosys 0.63+post, stock flow scripts
make -C /OpenROAD-flow-scripts/flow DESIGN_CONFIG=/design/flow/config.mk WORK_HOME=/design/flow/orfs finish
</file>
<file path="config.mk">
export PLATFORM = sky130hd
export DESIGN_NAME = itch50_parser_v1_0_S00_AXIS
export DESIGN_NICKNAME = itch50_parser_v1_0_S00_AXIS
export VERILOG_FILES = /design/flow/design.v
export SDC_FILE = /design/flow/constraint.sdc
export NUM_CORES = 4
export LEC_CHECK = 1
export CORE_AREA = 10 10 70 70
export DIE_AREA = 0 0 80 80
</file>
<file path="design.v">
`timescale 1 ns / 1 ps
	module itch50_parser_v1_0_S00_AXIS #
	(
		parameter integer C_S_AXIS_TDATA_WIDTH	= 32
	)
	(
		input wire  S_AXIS_ACLK,
		input wire  S_AXIS_ARESETN,
		output wire  S_AXIS_TREADY,
		input wire [C_S_AXIS_TDATA_WIDTH-1 : 0] S_AXIS_TDATA,
		input wire [(C_S_AXIS_TDATA_WIDTH/8)-1 : 0] S_AXIS_TSTRB,
		input wire  S_AXIS_TLAST,
		input wire  S_AXIS_TVALID
	);
	function integer clogb2 (input integer bit_depth);
	  begin
	    for(clogb2=0; bit_depth>0; clogb2=clogb2+1)
	      bit_depth = bit_depth >> 1;
	  end
	endfunction
	localparam NUMBER_OF_INPUT_WORDS  = 8;
	localparam bit_num  = clogb2(NUMBER_OF_INPUT_WORDS-1);
	parameter [1:0] IDLE = 1'b0,         
	                WRITE_FIFO  = 1'b1;  
	wire  	axis_tready;
	reg mst_exec_state;  
	genvar byte_index;     
	wire fifo_wren;
	reg fifo_full_flag;
	reg [bit_num-1:0] write_pointer;
	  reg writes_done;
	assign S_AXIS_TREADY	= axis_tready;
	always @(posedge S_AXIS_ACLK) 
	begin  
	  if (!S_AXIS_ARESETN) 
	    begin
	      mst_exec_state <= IDLE;
	    end  
	  else
	    case (mst_exec_state)
	      IDLE: 
	          if (S_AXIS_TVALID)
	            begin
	              mst_exec_state <= WRITE_FIFO;
	            end
	          else
	            begin
	              mst_exec_state <= IDLE;
	            end
	      WRITE_FIFO: 
	        if (writes_done)
	          begin
	            mst_exec_state <= IDLE;
	          end
	        else
	          begin
	            mst_exec_state <= WRITE_FIFO;
	          end
	    endcase
	end
	assign axis_tready = ((mst_exec_state == WRITE_FIFO) && (write_pointer <= NUMBER_OF_INPUT_WORDS-1));
	always@(posedge S_AXIS_ACLK)
	begin
	  if(!S_AXIS_ARESETN)
	    begin
	      write_pointer <= 0;
	      writes_done <= 1'b0;
	    end  
	  else
	    if (write_pointer <= NUMBER_OF_INPUT_WORDS-1)
	      begin
	        if (fifo_wren)
	          begin
	            write_pointer <= write_pointer + 1;
	            writes_done <= 1'b0;
	          end
	          if ((write_pointer == NUMBER_OF_INPUT_WORDS-1)|| S_AXIS_TLAST)
	            begin
	              writes_done <= 1'b1;
	            end
	      end  
	end
	assign fifo_wren = S_AXIS_TVALID && axis_tready;
	generate 
	  for(byte_index=0; byte_index<= (C_S_AXIS_TDATA_WIDTH/8-1); byte_index=byte_index+1)
	  begin:FIFO_GEN
	    reg  [(C_S_AXIS_TDATA_WIDTH/4)-1:0] stream_data_fifo [0 : NUMBER_OF_INPUT_WORDS-1];
	    always @( posedge S_AXIS_ACLK )
	    begin
	      if (fifo_wren) 
	        begin
	          stream_data_fifo[write_pointer] <= S_AXIS_TDATA[(byte_index*8+7) -: 8];
	        end  
	    end  
	  end		
	endgenerate
	endmodule
</file>
<file path="constraint.sdc">
current_design itch50_parser_v1_0_S00_AXIS

set clk_period 1.3
set clk_io_pct 0.2

create_clock -name clk0 -period $clk_period [get_ports {S_AXIS_ACLK}]

set non_clock_inputs [all_inputs -no_clocks]
set_input_delay [expr $clk_period * $clk_io_pct] -clock clk0 $non_clock_inputs
set_output_delay [expr $clk_period * $clk_io_pct] -clock clk0 [all_outputs]
</file>
==> run summary <==
Outcome = finished with violations
Violated checks = setup timing
R2R setup slack = -60 ps
Fmax = 0.637 GHz
# Cells Yosys = 27
Crit path DRT = 1040 ps
Share of layout cells above drive strength 1 = 43.6%
Post-synthesis cell area = 250 um2
Setup crit end kind = output pin
IO Count = 41
Tcrit/Tclk final = 121%
Largest net degree at the start of global routing = 10
OpenROAD warning count = 64
Core Util at FP = 7.33%
Max_slew headroom = 78.0%
Post-route minimum period = 1570 ps
CP cell instances = ha_4 -> ha_4 -> nand4b_1 -> and2_1 -> buf_2
R2r worst-path depth = 6
Clock Latency Late Sink = 240 ps
DRT Wirelength = 574 um
Pre-CTS WS = -364 ps
Die height = 80 um
Antenna Nets Post-Route = 0
Core area = 3420 um2
Pins Over Slew Limit = 0
GRT Residual Overflow = 0
Hold crit path type = flip-flop to flip-flop
Design Area, Final = 439 um2
Placement Cell Area = 398 um2
Final Hold Viols = 0
Crit path arrival time = 1310 ps
Worst-Margin Slew = 329 ps
Register share after synthesis = 40.0%
Finish-stage setup viols = 4
Syn avg cell area = 9.27 um2
RSZ-0062 raised after global routing = yes
Max VDD drop = 0.000164 V
Post-route setup slack = -269 ps
Routability cong. = 0.764
HP Start = writes_done
Area delta synth->final = 75.5%
GRT Overall Usage = 1.95%
Pwr per Cell Area = 910 nW/um2
Initial antenna violation count = 0
Vias in the first global route = 223
YS chip area = 250 um2
Residual DRC count = 0
Slowest cell on crit path = dfxtp_2
Wirelength per Cell = 6.75 um
Ys flops = 5
CTS Buffer Depth = 2
Worst r2r dst = write_pointer[1]
Hold Path Stages = 2
Via Count = 222
1st-pass router iterations = 2
Post-synth cell types = 12
CTS Buf Count = 3
Worst setup path category = flip-flop to output pin
DR vias/cell = 2.61
Hold Path End = writes_done
Drt initial violations = 15
Critical Path Most Common Cell = ha_4
CTS clk-pin slew, worst paths = 40 ps
Hold_buf cts = 0
Fin util = 12.9%
Leakage Power = 0.159 nW
CP peak stage delay = 330 ps
Skew final = 1.52 ps
Synth Instances = 27
# clock sinks = 5
Antenna diodes = 0
H-tree depth = 1
Worst setup SP type = flip-flop
RR Startpoint = write_pointer[1]
Die area = 6400 um2
Synth warnings = 1
Port bufs = 4
Std-Cell Rows = 21
Die width = 80 um
Root Buffer = clkbuf_4
Crit Path Max Fanout = 2
Number of max-cap violations = 0
CTS tree = built
First-pass GRT wire length = 924 um
==> logic make-up after synthesis <==
| kind of cell | count (synthesis) | synth area share, % |
|---|---|---|
| adder cells (fa/ha/maj) | 2 | 10.0 |
| flip-flops | 5 | 40.0 |
| AND-OR/OR-AND | 3 | 7.00 |
| multiplexers | 3 | 12.0 |
| AND/OR/NAND/NOR | 11 | 23.5 |
| buffers and inverters | 3 | 7.50 |
==> metal layers <==
| layer | vias up | share of wire (%) | track usage, % |
|---|---|---|---|
| li1 | 117 | - | - |
| met1 | 98 | 49 | 1.87 |
| met5 | - | 0 | 0 |
| met4 | 0 | 0 | 0.352 |
| met2 | 7 | 32 | 2.41 |
| met3 | 0 | 19 | 2.73 |
==> power by group <==
part / switching (mW) / internal, mW
Combinational: 0.0204 / 0.0319
Clock: 0.0637 / 0.116
Sequential: 0.00502 / 0.163
==> cells in the mapped netlist <==
| master | number | area share, % |
|---|---|---|
| and2_1 | 2 | 5.0 |
| and3_1 | 1 | 2.5 |
| buf_6 | 1 | 4.5 |
| clkbuf_1 | 1 | 1.5 |
| dfxtp_1 | 5 | 40 |
| ha_1 | 2 | 10 |
| inv_1 | 1 | 1.5 |
| mux2i_1 | 3 | 12 |
| nand2_1 | 6 | 9.0 |
| nand4b_1 | 2 | 7.0 |
| o211ai_1 | 1 | 3.0 |
| o21ai_1 | 2 | 4.0 |
==> how the worst max path moves through the flow <==
| stage | startpoint | endpoint | cells past startpoint | slack [ps] |
|---|---|---|---|---|
| 4_1_cts | write_pointer[0] | S_AXIS_TREADY | 5 | -280 |
| 5_1_grt | write_pointer[0] | S_AXIS_TREADY | 5 | -330 |
| 6_report | write_pointer[1] | S_AXIS_TREADY | 5 | -270 |
==> critical path: cells and delay by family (launching register included) <==
kind / cells / cell delay, ps
DFF: 1 / 330
buffers and inverters: 1 / 100
and+or+nand+nor: 2 / 340
adders and majority gates: 2 / 290
==> sequential cells by signal, summed over array words and instances (netlist names) <==
register	cells
writes_done	1
mst_exec_state	1
write_pointer	3
==> cell usage in the layout (no fill, tap or decap), types with 2 or more instances in the layout <==
cell type and n:
nand4b_1 2, dfxtp_2 2, buf_4 6, nand2_1 6
o21ai_2 2, clkdlybuf4s50_1 3, clkbuf_4 3, dfxtp_1 3
and2_1 2, mux2i_1 3, ha_4 2
==> cell type report <==
class,count,area (um2)
clock buffer,4,26.3
sequential,5,103
multi-input combinational,19,169
tap,46,57.6
inverter,1,3.75
fill,393,2980
timing repair buffer,10,80.1
==> repair_timing <==
| action | CTS | global route |
|---|---|---|
| hold endpoints to repair | 0 | 0 |
| pin swaps | 5 | 0 |
| setup endpoints to repair | 5 | 5 |
| gates resized | 6 | 1 |
| setup buffers | 7 | 0 |
==> per-stage QoR <==
| step | hold slack, ps | TNS, ps | std cells | total power, mW |
|---|---|---|---|---|
| after floorplan | 413 | -32.9 | 27 | 0.195 |
| after CTS | 471 | -418 | 85 | 0.404 |
| after detailed placement | 450 | -482 | 80 | 0.220 |
| after global routing | 506 | -633 | 85 | 0.427 |
| after global placement | 445 | -384 | 80 | 0.220 |
| final | 478 | -409 | 85 | 0.400 |
Power figures rest on the tool's default switching activity, not on a simulated workload.
